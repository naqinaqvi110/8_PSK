### design/flow/run.sh
#!/bin/bash
# OpenROAD 26Q1-2900-gdf79404cd8, Yosys 0.63+post, stock flow scripts
make -C /OpenROAD-flow-scripts/flow DESIGN_CONFIG=/design/flow/config.mk WORK_HOME=/design/flow/orfs finish
### design/flow/config.mk
export PLATFORM = sky130hd
export DESIGN_NAME = top_level_module
export DESIGN_NICKNAME = top_level_module
export VERILOG_FILES = /design/flow/design.v
export SDC_FILE = /design/flow/constraint.sdc
export NUM_CORES = 4
export LEC_CHECK = 1
export CORE_UTILIZATION = 30
### design/flow/constraint.sdc
current_design top_level_module

set clk_period 8.2
set clk_io_pct 0.2

create_clock -name clk0 -period $clk_period [get_ports {clk}]

set non_clock_inputs [all_inputs -no_clocks]
set_input_delay [expr $clk_period * $clk_io_pct] -clock clk0 $non_clock_inputs
set_output_delay [expr $clk_period * $clk_io_pct] -clock clk0 [all_outputs]
### design/flow/design.v
module Multiplexer(input [2:0] select,
                    input [2:0] phase0,
                    input [2:0] phase1,
                    input [2:0] phase2,
                    input [2:0] phase3,
                    input [2:0] phase4,
                    input [2:0] phase5,
                    input [2:0] phase6,
                    input [2:0] phase7,
                    output reg [2:0] mux_out);
    always@(*)
    begin
    case(select)
        3'b000: mux_out = phase0;
        3'b001: mux_out = phase1;
        3'b010: mux_out = phase2;
        3'b011: mux_out = phase3;
        3'b100: mux_out = phase4;
        3'b101: mux_out = phase5;
        3'b110: mux_out = phase6;
        3'b111: mux_out = phase7;
        default: mux_out = 3'b000;
    endcase
    end
endmodule
module dds(
    input wire clk,            
    input wire rst,            
    input wire [2:0] phase_offset,  
    output reg [7:0] sine_out,
	 output reg [7:0] sine_out_2
);
    reg [7:0] sine_lut [255:0];    
    reg [31:0] phase_acc;          
	 reg [31:0] phase_acc_non_mod;
    parameter freq_control = 32'd42949673;  
    initial begin
        sine_lut[0]   = 8'd128; sine_lut[1]   = 8'd131; sine_lut[2]   = 8'd134; sine_lut[3]   = 8'd137;
        sine_lut[4]   = 8'd140; sine_lut[5]   = 8'd144; sine_lut[6]   = 8'd147; sine_lut[7]   = 8'd150;
        sine_lut[8]   = 8'd153; sine_lut[9]   = 8'd156; sine_lut[10]  = 8'd159; sine_lut[11]  = 8'd162;
        sine_lut[12]  = 8'd165; sine_lut[13]  = 8'd168; sine_lut[14]  = 8'd171; sine_lut[15]  = 8'd174;
        sine_lut[16]  = 8'd177; sine_lut[17]  = 8'd179; sine_lut[18]  = 8'd182; sine_lut[19]  = 8'd185;
        sine_lut[20]  = 8'd188; sine_lut[21]  = 8'd191; sine_lut[22]  = 8'd193; sine_lut[23]  = 8'd196;
        sine_lut[24]  = 8'd199; sine_lut[25]  = 8'd201; sine_lut[26]  = 8'd204; sine_lut[27]  = 8'd206;
        sine_lut[28]  = 8'd209; sine_lut[29]  = 8'd211; sine_lut[30]  = 8'd213; sine_lut[31]  = 8'd216;
        sine_lut[32]  = 8'd218; sine_lut[33]  = 8'd220; sine_lut[34]  = 8'd222; sine_lut[35]  = 8'd224;
        sine_lut[36]  = 8'd226; sine_lut[37]  = 8'd228; sine_lut[38]  = 8'd230; sine_lut[39]  = 8'd232;
        sine_lut[40]  = 8'd234; sine_lut[41]  = 8'd235; sine_lut[42]  = 8'd237; sine_lut[43]  = 8'd239;
        sine_lut[44]  = 8'd240; sine_lut[45]  = 8'd241; sine_lut[46]  = 8'd243; sine_lut[47]  = 8'd244;
        sine_lut[48]  = 8'd245; sine_lut[49]  = 8'd246; sine_lut[50]  = 8'd248; sine_lut[51]  = 8'd249;
        sine_lut[52]  = 8'd250; sine_lut[53]  = 8'd250; sine_lut[54]  = 8'd251; sine_lut[55]  = 8'd252;
        sine_lut[56]  = 8'd253; sine_lut[57]  = 8'd253; sine_lut[58]  = 8'd254; sine_lut[59]  = 8'd254;
        sine_lut[60]  = 8'd254; sine_lut[61]  = 8'd255; sine_lut[62]  = 8'd255; sine_lut[63]  = 8'd255;
        sine_lut[64]  = 8'd255; sine_lut[65]  = 8'd255; sine_lut[66]  = 8'd255; sine_lut[67]  = 8'd255;
        sine_lut[68]  = 8'd254; sine_lut[69]  = 8'd254; sine_lut[70]  = 8'd254; sine_lut[71]  = 8'd253;
        sine_lut[72]  = 8'd253; sine_lut[73]  = 8'd252; sine_lut[74]  = 8'd251; sine_lut[75]  = 8'd250;
        sine_lut[76]  = 8'd250; sine_lut[77]  = 8'd249; sine_lut[78]  = 8'd248; sine_lut[79]  = 8'd246;
        sine_lut[80]  = 8'd245; sine_lut[81]  = 8'd244; sine_lut[82]  = 8'd243; sine_lut[83]  = 8'd241;
        sine_lut[84]  = 8'd240; sine_lut[85]  = 8'd239; sine_lut[86]  = 8'd237; sine_lut[87]  = 8'd235;
        sine_lut[88]  = 8'd234; sine_lut[89]  = 8'd232; sine_lut[90]  = 8'd230; sine_lut[91]  = 8'd228;
        sine_lut[92]  = 8'd226; sine_lut[93]  = 8'd224; sine_lut[94]  = 8'd222; sine_lut[95]  = 8'd220;
        sine_lut[96]  = 8'd218; sine_lut[97]  = 8'd216; sine_lut[98]  = 8'd213; sine_lut[99]  = 8'd211;
        sine_lut[100] = 8'd209; sine_lut[101] = 8'd206; sine_lut[102] = 8'd204; sine_lut[103] = 8'd201;
        sine_lut[104] = 8'd199; sine_lut[105] = 8'd196; sine_lut[106] = 8'd193; sine_lut[107] = 8'd191;
        sine_lut[108] = 8'd188; sine_lut[109] = 8'd185; sine_lut[110] = 8'd182; sine_lut[111] = 8'd179;
        sine_lut[112] = 8'd177; sine_lut[113] = 8'd174; sine_lut[114] = 8'd171; sine_lut[115] = 8'd168;
        sine_lut[116] = 8'd165; sine_lut[117] = 8'd162; sine_lut[118] = 8'd159; sine_lut[119] = 8'd156;
        sine_lut[120] = 8'd153; sine_lut[121] = 8'd150; sine_lut[122] = 8'd147; sine_lut[123] = 8'd144;
        sine_lut[124] = 8'd140; sine_lut[125] = 8'd137; sine_lut[126] = 8'd134; sine_lut[127] = 8'd131;
        sine_lut[128] = 8'd128; sine_lut[129] = 8'd125; sine_lut[130] = 8'd122; sine_lut[131] = 8'd119;
        sine_lut[132] = 8'd116; sine_lut[133] = 8'd112; sine_lut[134] = 8'd109; sine_lut[135] = 8'd106;
        sine_lut[136] = 8'd103; sine_lut[137] = 8'd100; sine_lut[138] = 8'd97;  sine_lut[139] = 8'd94;
        sine_lut[140] = 8'd91;  sine_lut[141] = 8'd88;  sine_lut[142] = 8'd85;  sine_lut[143] = 8'd82;
        sine_lut[144] = 8'd79;  sine_lut[145] = 8'd77;  sine_lut[146] = 8'd74;  sine_lut[147] = 8'd71;
        sine_lut[148] = 8'd68;  sine_lut[149] = 8'd65;  sine_lut[150] = 8'd63;  sine_lut[151] = 8'd60;
        sine_lut[152] = 8'd57;  sine_lut[153] = 8'd55;  sine_lut[154] = 8'd52;  sine_lut[155] = 8'd50;
        sine_lut[156] = 8'd47;  sine_lut[157] = 8'd45;  sine_lut[158] = 8'd43;  sine_lut[159] = 8'd40;
        sine_lut[160] = 8'd38;  sine_lut[161] = 8'd36;  sine_lut[162] = 8'd34;  sine_lut[163] = 8'd32;
        sine_lut[164] = 8'd30;  sine_lut[165] = 8'd28;  sine_lut[166] = 8'd26;  sine_lut[167] = 8'd24;
        sine_lut[168] = 8'd22;  sine_lut[169] = 8'd21;  sine_lut[170] = 8'd19;  sine_lut[171] = 8'd17;
        sine_lut[172] = 8'd16;  sine_lut[173] = 8'd15;  sine_lut[174] = 8'd13;  sine_lut[175] = 8'd12;
        sine_lut[176] = 8'd11;  sine_lut[177] = 8'd10;  sine_lut[178] = 8'd8;   sine_lut[179] = 8'd7;
        sine_lut[180] = 8'd6;   sine_lut[181] = 8'd6;   sine_lut[182] = 8'd5;   sine_lut[183] = 8'd4;
        sine_lut[184] = 8'd3;   sine_lut[185] = 8'd3;   sine_lut[186] = 8'd2;   sine_lut[187] = 8'd2;
        sine_lut[188] = 8'd2;   sine_lut[189] = 8'd1;   sine_lut[190] = 8'd1;   sine_lut[191] = 8'd1;
        sine_lut[192] = 8'd1;   sine_lut[193] = 8'd1;   sine_lut[194] = 8'd1;   sine_lut[195] = 8'd1;
        sine_lut[196] = 8'd2;   sine_lut[197] = 8'd2;   sine_lut[198] = 8'd2;   sine_lut[199] = 8'd3;
        sine_lut[200] = 8'd3;   sine_lut[201] = 8'd4;   sine_lut[202] = 8'd5;   sine_lut[203] = 8'd6;
        sine_lut[204] = 8'd6;   sine_lut[205] = 8'd7;   sine_lut[206] = 8'd8;   sine_lut[207] = 8'd10;
        sine_lut[208] = 8'd11;  sine_lut[209] = 8'd12;  sine_lut[210] = 8'd13;  sine_lut[211] = 8'd15;
        sine_lut[212] = 8'd16;  sine_lut[213] = 8'd17;  sine_lut[214] = 8'd19;  sine_lut[215] = 8'd21;
        sine_lut[216] = 8'd22;  sine_lut[217] = 8'd24;  sine_lut[218] = 8'd26;  sine_lut[219] = 8'd28;
        sine_lut[220] = 8'd30;  sine_lut[221] = 8'd32;  sine_lut[222] = 8'd34;  sine_lut[223] = 8'd36;
        sine_lut[224] = 8'd38;  sine_lut[225] = 8'd40;  sine_lut[226] = 8'd43;  sine_lut[227] = 8'd45;
        sine_lut[228] = 8'd47;  sine_lut[229] = 8'd50;  sine_lut[230] = 8'd52;  sine_lut[231] = 8'd55;
        sine_lut[232] = 8'd57;  sine_lut[233] = 8'd60;  sine_lut[234] = 8'd63;  sine_lut[235] = 8'd65;
        sine_lut[236] = 8'd68;  sine_lut[237] = 8'd71;  sine_lut[238] = 8'd74;  sine_lut[239] = 8'd77;
        sine_lut[240] = 8'd79;  sine_lut[241] = 8'd82;  sine_lut[242] = 8'd85;  sine_lut[243] = 8'd88;
        sine_lut[244] = 8'd91;  sine_lut[245] = 8'd94;  sine_lut[246] = 8'd97;  sine_lut[247] = 8'd100;
        sine_lut[248] = 8'd103; sine_lut[249] = 8'd106; sine_lut[250] = 8'd109; sine_lut[251] = 8'd112;
        sine_lut[252] = 8'd116; sine_lut[253] = 8'd119; sine_lut[254] = 8'd122; sine_lut[255] = 8'd125;
end
    always @(posedge clk or posedge rst) begin
        if (rst) begin 
            phase_acc <= 32'd0;
				phase_acc_non_mod <= 32'd0; 
				end
        else  begin
            phase_acc <= phase_acc + freq_control + {phase_offset, 29'd0};  
				phase_acc_non_mod <= phase_acc_non_mod + freq_control;  
    end 
	 end
    always @(posedge clk) begin
        sine_out <= sine_lut[phase_acc[31:24]];
		  sine_out_2 <= sine_lut[phase_acc_non_mod[31:24]];
    end
endmodule
module top_level_module(input clk,rst,
                        input [2:0] select,
                        output [7:0] QPSK_wave,
								output [7:0] sine_out_2
);    
    wire [2:0] mux_out;
    wire [2:0] phase0,phase1,phase2,phase3,phase4,phase5,phase6,phase7;
    assign phase0 = 3'b000;  
    assign phase1 = 3'b001;  
    assign phase2 = 3'b010;  
    assign phase3 = 3'b011;  
    assign phase4 = 3'b100;  
    assign phase5 = 3'b101;  
    assign phase6 = 3'b110;  
    assign phase7 = 3'b111;  
    Multiplexer Multiplexer_inst(
        .select(select),
        .phase0(phase0),
        .phase2(phase1),
        .phase3(phase2),
        .phase1(phase3),
        .phase4(phase4),
        .phase5(phase5),
        .phase6(phase6),
        .phase7(phase7),
        .mux_out(mux_out)
    );
    dds dds_inst(
        .clk(clk),
        .rst(rst),
        .phase_offset(mux_out),
        .sine_out(QPSK_wave),
		  .sine_out_2(sine_out_2)
    );
endmodule  
==> run summary <==
Physical implementation status

The arrival time of the worst setup path stands at 3580 ps. In this run the number of H-tree levels came out at 3. The vias per cell stands at 5.54. By area the synthesized netlist is led by sky130_fd_sc_hd__dfrtp_1 (23%), sky130_fd_sc_hd__ha_1 (5.6%), sky130_fd_sc_hd__o21ai_0 (4.7%), sky130_fd_sc_hd__dfxtp_1 (4.5%), sky130_fd_sc_hd__a21oi_1 (4.4%).

Nets still carrying antenna violations after routing amount to 0. Gates resized during post-CTS repair numbered 0. The routability congestion estimate from global placement stands at 0.915. The core region is 0.0229 mm2. The routed design could run at a clock period as short as 3350 ps.

Setup repair after global routing left no endpoint under its margin. The number of distinct library cells after synthesis stands at 80. The run finished with clean final reports. The setup TNS stands at 0 ps. Along the worst path, the maximum fanout reaches 17.

As reported, the later end of the worst-skew pair has a clock insertion delay of 350 ps. The post-synth area from yosys stat stands at 0.00711 mm2. The floorplan die height stands at 156 um. The switching portion of total power comes to 30.8%.

For this run, design rule violations remaining after detail routing come to 0. The final report lists the setup-violating endpoint count as 0. The final core utilization stands at 33.8%. The share of the Yosys chip area taken by registers is 27.0%.

The horizontal die dimension stands at 156 um. The internal power summed over all cells stands at 824 uW. The synthesized netlist occupies a cell area of 0.00711 mm2. Across the VDD grid, the largest voltage drop is 0.000123 V. During I/O placement, the number of pins put on the boundary was 21. Looking at the max-slew report, the worst-margin pin has a slew of 834 ps. The number of synthesized register bits stands at 80. The buffers inserted during post-CTS setup optimization stands at 0. Detailed placement finished with a half-perimeter wire length of 12100 um.

The registers of the reported paths see a clock transition of 70 ps. According to the floorplan log, the row count is 55. Compared with the post-synthesis result, the final layout area differs by 8.92%. The number of flops mapped to enable cells by yosys stands at 0. The first-pass GRT wire length stands at 31500 um. The tool warning count stands at 47. The signal on the critical path passes through clkinv_1, ha_1, and2b_1, a21oi_1, o211a_1, a2111oi_0, nor3_1, o32a_1. The worst-case max-slew headroom was logged as 44.4%.

The total iterations of the first detailed-routing run stands at 5. The count of hold-fix buffers inserted at cts stands at 0. The pin count of the biggest net entering global routing stands at 76.

For this block, the initial DRC count from the detailed router was 620. In this run the deepest clock path goes through 2 buffers. The fraction of final layout cells with drive strength greater than 1 stands at 6.40%. The final timing report lists clock skew as 17.6 ps. In the floorplan report the effective utilization is 31.0%. Post-synth the commonest register cell is sky130_fd_sc_hd__dfrtp_1. The biggest cell delay along the critical path stands at 710 ps. The via count of the first global-routing pass was 6138. The share of power burned in registers stands at 38.1%. The synthesized design devotes to its leading area cell type 22.5% of total area.

The synthesized instance count is 884. TritonCTS built the clock tree. Per the post-synthesis stats, the area per cell is 8.05 um2. Of all cell types, the one taking the most synthesized area is sky130_fd_sc_hd__dfrtp_1.

The overall via count from detail_route stands at 6495. The fraction of power consumed by the clock network stands at 38.6%. The wire length per cell after detailed routing stands at 15.9 um. The number of buffers added on ports stands at 20.

In this run the clock root is driven by a sky130_fd_sc_hd__clkbuf_16. The share of flip-flops with an asynchronous set or reset stands at 80.0%. The smallest setup slack after layout stands at 4850 ps.

The wire length reported by the detailed router stands at 18700 um. STA classifies the critical path endpoint as a flop. The critical path in this run is classified as reg -> reg.

The number of pins exceeding their max-slew limit in the final report stands at 0. The post-route clock period utilization stands at 40.8%. The total clock buffers created by CTS stands at 9. The chip area stands at 0.0243 mm2. The number of clock sinks stands at 80. In the routed netlist, the antenna diode instances number 0. The warning count from the yosys run stands at 2. For this design, the slowest cell found on the critical path is sky130_fd_sc_hd__dfrtp_1. The number of standard cells reported by yosys stands at 884.

The cell area power density stands at 154 mW/mm2. The final global-route overflow total stands at 0. The final hold violation count stands at 0. STA reports the tightest min-delay check as being of type reg -> reg. The worst setup path is launched from a flop. Across all hold checks on the routed design, the worst slack comes to 463 ps. The pre-CTS setup check shows a worst slack of 4660 ps. The number of antenna violations at the first check in global routing is 0.

The net switching power of the design stands at 367 uW. The achievable clock frequency stands at 299 MHz. The critical path endpoint has a required time of 8440 ps. The total of max-cap violations stands at 0. Per the OpenROAD power report, leakage power amounts to 0.00288 uW. The global router's overall resource usage stands at 16.1%. The proportion of power drawn by combinational gates stands at 23.3%.
-- per-layer routing --
layer	GRT usage (%)	vias up	wire length, um
met4	2.80	0	232
met3	2.29	23	1160
met1	25.4	3065	9070
met2	23.8	213	8230
met5	0	-	0
li1	-	3194	-
-- registers in the layout, indices dropped and copies added, names as in the netlist --
name / count
dds_inst.phase_acc_non_mod: 32
dds_inst.sine_out_2: 8
dds_inst.phase_acc: 32
dds_inst.sine_out: 8
-- power groups by stage --
stage	Clock (uW)	Combinational (uW)	Sequential, uW
after global routing	488	305	456
final	460	277	454
after CTS	473	278	453
-- worst max-delay path: cells and delay by family, from the launching register on --
| kind | cells | cell delay, ps |
|---|---|---|
| AND-OR/OR-AND | 4 | 980 |
| flip-flops | 1 | 710 |
| adder cells (fa/ha/maj) | 1 | 620 |
| buffers and inverters | 1 | 540 |
| AND/OR/NAND/NOR | 2 | 400 |
-- kinds of logic (layout without fill, tap and decap cells) --
logic type | count (synthesis) | count (layout) | share of synthesized area [%]
compound gates | 295 | 295 | 27.9
xor+xnor | 61 | 61 | 7.51
fa+ha+maj | 32 | 32 | 5.63
buf+inv | 94 | 69 | 6.47
flops | 80 | 80 | 27.0
mux | 23 | 23 | 4.70
simple gates | 299 | 299 | 20.8
-- synthesized netlist by cell type (15+ instances only) --
library cell,count
sky130_fd_sc_hd__dfxtp_1,16
sky130_fd_sc_hd__nor2_1,75
sky130_fd_sc_hd__dfrtp_1,64
sky130_fd_sc_hd__a211oi_1,22
sky130_fd_sc_hd__xor2_1,26
sky130_fd_sc_hd__o211ai_1,15
sky130_fd_sc_hd__clkbuf_1,27
sky130_fd_sc_hd__a31oi_1,19
sky130_fd_sc_hd__xnor2_1,35
sky130_fd_sc_hd__a21oi_1,63
sky130_fd_sc_hd__nand2b_1,28
sky130_fd_sc_hd__nor2b_1,23
sky130_fd_sc_hd__nand2_1,68
sky130_fd_sc_hd__buf_2,26
sky130_fd_sc_hd__nor3_1,28
sky130_fd_sc_hd__o21ai_0,67
sky130_fd_sc_hd__ha_1,32
sky130_fd_sc_hd__inv_1,17
sky130_fd_sc_hd__nand3_1,27
-- worst paths after layout --
check | startpoint | to | slack [ps] | cells past startpoint
setup / recovery | dds_inst.phase_acc[25]$_DFF_PP0_ | dds_inst.sine_out[0]$_DFF_P_ | 4850 | 8
hold / removal | dds_inst.phase_acc_non_mod[0]$_DFF_PP0_ | dds_inst.phase_acc_non_mod[0]$_DFF_PP0_ | 460 | 1
setup reg to reg | dds_inst.phase_acc[25]$_DFF_PP0_ | dds_inst.sine_out[0]$_DFF_P_ | 4850 | 8
min in group asynchronous | rst | dds_inst.phase_acc[11]$_DFF_PP0_ | 1700 | 2
hold reg to reg | dds_inst.phase_acc_non_mod[0]$_DFF_PP0_ | dds_inst.phase_acc_non_mod[0]$_DFF_PP0_ | 460 | 1
max in group asynchronous | rst | dds_inst.phase_acc_non_mod[11]$_DFF_PP0_ | 5620 | 3
-- placed cells by master (no fill, tap or decap), drive strengths merged, types with 11 or more instances in the layout --
cell           instances
a211oi                22
nor3                  28
nor2b                 23
nand2b                28
o21ai                 71
a21oi                 63
dfrtp                 64
dfxtp                 16
inv                   22
a31oi                 19
mux2i                 12
nand2                 68
o211ai                16
nand3                 27
ha                    32
nor2                  76
xnor2                 35
clkdlybuf4s50         20
o311ai                11
xor2                  26
-- through the flow --
stage / instances / area (um2) / power (uW)
2_1_floorplan: 884 / 7110 / 625
3_3_place_gp: 1156 / 7410 / 734
3_5_place_dp: 1156 / 7410 / 735
4_1_cts: 1172 / 7750 / 1200
5_1_grt: 1172 / 7750 / 1250
6_report: 1172 / 7750 / 1190
-- final cells by class --
type | count | area, um2
flip-flops and latches | 80 | 1930
clock buffers | 9 | 225
inverters | 23 | 86.3
well taps | 313 | 392
clock inverters | 7 | 113
fillers | 2365 | 15200
multi-input cells | 710 | 4730
repair buffers | 30 | 275
No activity file was given, so power comes from the tool's default toggle rates.
